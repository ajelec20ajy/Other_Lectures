### flow/design.v
module dss2(clk, x, UNLOCK, VG, NG, save);          
input x, clk;
output reg UNLOCK, VG, NG; 
reg [10:1] i;
output reg [10:1] save;
parameter [10:1] si = 10'b0000001101;       
initial begin  
i <= 0;
UNLOCK <= 0;
NG <= 0;
VG <= 0;
end
 always @ (posedge clk) begin 
	if (save[10:1] == si) begin UNLOCK <= 1; end   
	else if (x == si[10-i]) begin save[10-i] <= x; i <= i+1; VG <= 1; NG <= 0; end    
	else if (x != si[10-i]) begin NG <= 1; VG <= 0; end   
 end 
endmodule
### flow/run.sh
#!/bin/bash
# OpenROAD 26Q1-2900-gdf79404cd8, Yosys 0.63+post, stock flow scripts
make -C /OpenROAD-flow-scripts/flow DESIGN_CONFIG=/design/flow/config.mk WORK_HOME=/design/flow/orfs finish
### flow/config.mk
export PLATFORM = sky130hd
export DESIGN_NAME = dss2
export DESIGN_NICKNAME = dss2
export VERILOG_FILES = /design/flow/design.v
export SDC_FILE = /design/flow/constraint.sdc
export NUM_CORES = 4
export LEC_CHECK = 1
export CORE_AREA = 10 10 94 94
export DIE_AREA = 0 0 104 104
### flow/constraint.sdc
current_design dss2

set clk_period 6.7
set clk_io_pct 0.2

create_clock -name clk0 -period $clk_period [get_ports {clk}]

set non_clock_inputs [all_inputs -no_clocks]
set_input_delay [expr $clk_period * $clk_io_pct] -clock clk0 $non_clock_inputs
set_output_delay [expr $clk_period * $clk_io_pct] -clock clk0 [all_outputs]
==> results.sh <==
# physical design summary
export IMPL_dp_cells=289
export IMPL_area_leaders="edfxtp_1 (37%), ha_1 (6.7%), xnor2_1 (6.5%), mux2_2 (5.4%), xor2_1 (3.3%)"
export IMPL_crit_family="simple AND/OR/NAND/NOR gates"
export IMPL_p_sw_uw=391
export IMPL_intPower_uw=504
export IMPL_ys_sh_adder_pct=6.68
export IMPL_synth_yosys_warnings=1
export IMPL_worst_r2r_cell_count=13
export IMPL_first_pass_iters=4
export IMPL_syn_inst=189
export IMPL_first_global_vias=1391
export IMPL_cts_tree="done"
export IMPL_clk_pin_slew_worst_paths_ns=0.08
export IMPL_cts_max_level=1
export IMPL_holdBufCountCts=0
export IMPL_via_per_inst=4.70
export IMPL_post_cts_setup_buffers=0
export IMPL_drive_gt1_share_pct=12.2
export IMPL_layout_top_cell="edfxtp_1"
export IMPL_grt_setup_unrepaired="false"
export IMPL_grt_pass1_wl_mm=6.69
export IMPL_status="complete, no violations"
export IMPL_path_cells="ha_1 > o21a_1 > or3_1 > a211o_1 > a211oi_1 > nand2_1 > ha_1 > or4b_2 > nor4_1 > and2_1 > nand4_1 > nor4b_1 > mux2_2"
export IMPL_clkLatencyLatePin_ns=0.27
export IMPL_area_delta_synth_final_pct=13.6
export IMPL_required_ns=6.73
export IMPL_synth_flop_count=23
export IMPL_hpwl_mm=2.81
export IMPL_ff_type="edfxtp_1"
export IMPL_critPathCapture="save[10]$_DFFE_PP_"
export IMPL_diodes=0
export IMPL_irDropWorstVdd_mv=0.319
export IMPL_yosysTopAreaCell="edfxtp_1"
export IMPL_r2r_slack_ns=1.75
export IMPL_hold_class="reg -> reg"
export IMPL_fin_setup_tns_ns=0
export IMPL_cp_end_kind="flop"
export IMPL_ys_cells=189
export IMPL_port_buffers=14
export IMPL_route_vias_total=1377
export IMPL_cts_buffer_depth=2
export IMPL_yosys_area_mm2=0.00187
export IMPL_hold_viol=0
export IMPL_min_period_ns=4.95
export IMPL_maxCapViolCount=0
export IMPL_r2r_end="save[10]$_DFFE_PP_"
export IMPL_max_freq_ghz=0.202
export IMPL_cp_data_arrival_time_ns=4.98
export IMPL_cpPeakStageDelay_ns=0.60
export IMPL_simple_gate_share_pct=23.3
export IMPL_die_x_um=104
export IMPL_slew_headroom_pct=64.0
export IMPL_postPlaceCellArea_mm2=0.00208
export IMPL_wl_per_cell_um=12.6
export IMPL_power_leakage_uw=0.000704
export IMPL_lay_top_cells="edfxtp_1 (23), nand2_1 (16), xnor2_1 (14), clkdlybuf4s50_1 (14), nor2_1 (13)"
export IMPL_synth_distinct_cells=50
export IMPL_drc=0
export IMPL_cts_buffers=3
export IMPL_power_density_mw_per_mm2=421
export IMPL_drv_slew=0
export IMPL_ys_sh_xor_pct=9.82
export IMPL_stdcell_area_mm2=0.00213
export IMPL_overflow=0
export IMPL_cp_start_kind="flop"
export IMPL_seq_power_share_pct=36.7
export IMPL_core_area_mm2=0.00683
export IMPL_power_uw=895
export IMPL_die_area_mm2=0.0108
export IMPL_seq_area_frac_synth_pct=36.9
export IMPL_mux_share_pct=6.01
export IMPL_switching_share_pct=43.6
export IMPL_initial_core_util_pct=27.4
export IMPL_antenna_found_initial=0
export IMPL_core_rowCount=30
export IMPL_critical_path_slowest_cell="or4b_2"
export IMPL_root_buffer="clkbuf_8"
export IMPL_r2r_start="i[1]$_DFFE_PP_"
export IMPL_p_clk_share_pct=9.9
export IMPL_ant_nets=0
export IMPL_die_h_um=104
export IMPL_warning_count=26
export IMPL_grt_max_degree=21
export IMPL_syn_avg_cell_area_um2=9.91
export IMPL_crit_cells=13
export IMPL_drtIter0Drc=90
export IMPL_synth_top_area_share_pct=36.9
export IMPL_ys_top_logic_family="simple AND/OR/NAND/NOR gates"
export IMPL_edf_count=23
export IMPL_ys_sh_aoi_pct=12.3
export IMPL_path_class="reg -> reg"
export IMPL_cts_resized=0
export IMPL_tightest_slew_ns=0.536
export IMPL_crit_buf_inv=0
export IMPL_crit_start="i[1]$_DFFE_PP_"
export IMPL_place_gp_congestion=0.914
export IMPL_wirelength_mm=3.69
export IMPL_synthArstFlopShare_pct=0
export IMPL_synth_area_mm2=0.00187
export IMPL_crit_top_cell="ha_1"
export IMPL_crit_path_max_fanout=12
export IMPL_hold_slack_ns=0.613
export IMPL_finalSetupViolCount=0
export IMPL_comb_power_share_pct=53.4
export IMPL_stdcell_count=293
export IMPL_grt_usage_pct=7.05
export IMPL_finClkSkew_ns=0.00332
export IMPL_finalClockPeriodUsage_pct=73.9
export IMPL_cts_sinks=23
export IMPL_io_pins=15
[flip-flops by register name (all words and copies together) (netlist names)]
register / count
NG: 1
UNLOCK: 1
VG: 1
i: 10
save: 10
[how the worst min path moves through the flow]
stage,slack [ns],cells after the start,to,start
global route,0.64,1,save[1]$_DFFE_PP_,save[1]$_DFFE_PP_
CTS,0.62,1,save[1]$_DFFE_PP_,save[1]$_DFFE_PP_
finish,0.61,1,save[1]$_DFFE_PP_,save[1]$_DFFE_PP_
[metal layers]
metal / global-route usage, % / share of wire, %
met1: 10.3 / 53
met2: 10.9 / 43
met3: 1.44 / 3.1
met4: 0.795 / 1.1
met5: 0 / 0
[cell families (layout without fill, tap and decap cells)]
group	count (synthesis)	after routing
compound gates	26	26
xor+xnor	21	21
fa+ha+maj	10	10
buf+inv	19	27
flops	23	23
mux	10	10
other cells	1	1
simple gates	79	79
[layout make-up]
type                            instances  area [µm²]
Clock buffer                            3        41.3
Sequential cell                        23         691
Clock inverter                          1        5.00
Inverter                                8        30.0
Timing Repair Buffer                   15         148
Fill cell                             759        4700
Tap cell                               96         120
Multi-Input combinational cell        147        1090
[metrics by stage]
stage | worst slack (ns) | util, %
floorplan | 2.24 | -
CTS | 1.75 | 31.1
finish | 1.75 | 31.1
detailed placement | 1.73 | 30.5
global route | 1.35 | 31.1
global placement | 1.80 | 30.5
[cells in the mapped netlist, types with 2 or more instances]
cell,instances
nand2b_1,2
o21ai_0,4
inv_1,8
ha_1,10
mux2_2,9
nor4b_1,3
nor4_1,5
xnor2_1,14
clkbuf_1,5
buf_2,3
nand3_1,8
nor3_1,8
nand2_1,16
xor2_1,7
or3_1,3
nand4b_1,2
edfxtp_1,23
nor2_1,13
o211ai_1,3
or2_2,3
buf_6,2
o21ai_1,3
a21oi_1,2
nand4_1,6
a211oi_1,2
[power by group through the flow]
stage	combinational [µW]	sequential [µW]	clock [µW]
5_1_grt	538	344	98.2
6_report	478	329	88.3
4_1_cts	483	329	91.5
