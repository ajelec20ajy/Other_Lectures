<file path="flow/design.v">
module Vrcntr4u ( CLK, CLR, LD, ENP, ENT, D, Q, RCO );
input CLK, CLR, LD, ENP, ENT;
input [3:0] D;
output reg [3:0] Q;
output reg RCO; 
always @ (posedge CLK)  
if (CLR) Q <= 4'd0;
else if (LD) Q <= D;
else if (ENT && ENP && (Q < 4'd9)) Q <= Q + 1;   
else if (Q == 4'd9) Q <= 4'd0;
else Q <= Q;    
always @ (Q or ENT)  
if (ENT && (Q == 4'd9)) RCO = 1;
else RCO = 0;
endmodule
</file>
<file path="flow/run.sh">
#!/bin/bash
# OpenROAD 26Q1-2900-gdf79404cd8, Yosys 0.63+post, stock flow scripts
make -C /OpenROAD-flow-scripts/flow DESIGN_CONFIG=/design/flow/config.mk WORK_HOME=/design/flow/orfs finish
</file>
<file path="flow/config.mk">
export PLATFORM = sky130hd
export DESIGN_NAME = Vrcntr4u
export DESIGN_NICKNAME = Vrcntr4u
export VERILOG_FILES = /design/flow/design.v
export SDC_FILE = /design/flow/constraint.sdc
export NUM_CORES = 4
export LEC_CHECK = 1
export CORE_AREA = 10 10 70 70
export DIE_AREA = 0 0 80 80
</file>
<file path="flow/constraint.sdc">
current_design Vrcntr4u

set clk_period 1.9
set clk_io_pct 0.2

create_clock -name clk0 -period $clk_period [get_ports {CLK}]

set non_clock_inputs [all_inputs -no_clocks]
set_input_delay [expr $clk_period * $clk_io_pct] -clock clk0 $non_clock_inputs
set_output_delay [expr $clk_period * $clk_io_pct] -clock clk0 [all_outputs]
</file>
==> summary.txt <==
Top cells, area -> dfxtp_1 (26%), ha_1 (12%), mux2i_1 (6.4%), inv_1 (6.0%), nand2_1 (6.0%)
Mapped cell area -> 312 um^2
Most flops, register -> Q
FMAX -> 0.633 GHz
# IOs -> 14
Part of the cycle the worst path needs -> 83.2%
Max FFs per register -> 4
Top flop regs -> Q: 4 flops
CTS clk-pin slew, worst paths -> 0.04 ns
CTS tree -> built
Wire per inst -> 8.70 um
HP Class -> flop to flop
Die height -> 80 um
Critical Path AT -> 1.20 ns
Total core area -> 0.00342 mm^2
YS chip area -> 312 um^2
Setup Viol. Count Final -> 0
H-Tree Depth -> 1
Cell taking the most area after synthesis -> dfxtp_1
Area share, top type -> 25.7%
P_leak -> 0.253 nW
Hold slack -> 0.648 ns
Outcome -> completed
TritonCTS Buffers -> 3
First-pass GRT wire length -> 1330 um
Power Density -> 506 mW/mm^2
Core Rows -> 21
DP Worst Slack -> 0.0521 ns
PortBufs -> 13
Max_cap viols -> 0
Net Sw Frac -> 25.8%
Sequential area share after synthesis -> 25.7%
CP bufs+invs -> 1
Critical-path cell list -> clkdlybuf4s50_1
Ys Warns -> 1
Overall Global Routing Usage -> 2.46%
VDD IR max -> 0.140 mV
Crit path max fanout -> 4
Worst path max stage delay -> 0.51 ns
Final WS setup -> 0.319 ns
Setup tns final -> 0 ns
Synth flops -> 4
Largest net degree at the start of global routing -> 10
Vias/cell -> 3.30
Worst Setup Start Kind -> flop
Detailed Route Iter0 Violations -> 12
Hold Fails Final Rpt -> 0
Cell internal pwr -> 0.000209 W
Worst Skew -> 0.00496 ns
Init Core Util -> 9.12%
Number of global-route vias before repair -> 300
CTS Hold Bufs -> 0
Top logic cells by instance count in the layout -> clkdlybuf4s50_1 (12), nand2_1 (5), inv_1 (4), clkbuf_4 (3)
Die W -> 80 um
Post-route ant nets -> 0
Cells in synth_stat.txt -> 36
Worst slew pin tran -> 0.322 ns
Clock power share -> 36.9%
Post-synth cell types -> 19
Clk buf depth -> 2
DIE AREA -> 0.00640 mm^2
Critical path's slowest cell -> clkdlybuf4s50_1
Critical Path End Type -> primary output
Worst setup path class -> flop to primary output
Dpl hpwl -> 668 um
Mapped Avg Cell Area -> 8.65 um^2
Clock Sinks -> 4
Sequential power share -> 36.0%
Skew-Pair Late Insertion Delay -> 0.24 ns
Max transition margin -> 78.4%
Tool warnings -> 27
Fin crit period -> 1.58 ns
Ratio of cells with drive above 1 in the final layout -> 25.0%
RSZ-0062 raised after global routing -> false
Overall routed net length -> 853 um
Gate Count Post-Synth -> 36
N_diodes -> 0
Root Buffer -> clkbuf_4
Initial antenna violation count -> 0
CP required -> 1.52 ns
Fill cells -> 381
TritonRoute pass-1 iters -> 3
Synthesis-to-finish area growth -> 78.7%
P_sw -> 0.0000727 W
Crit-path leading delay family -> buffers and inverters
DRC errors left -> 0
Via count -> 323
Commonest Layout Cell -> clkdlybuf4s50_1
Slew Limit Fails -> 0
Comb power frac -> 27.1%
GRT overflow -> 0
Gpl congestion -> 0.798
## tightest hold or removal path, stage by stage (launching register included)
cell	delay (ns)
dfxtp_4	0.36
mux2i_1	0.14
o21a_1	0.12
## cells in the mapped netlist
cell / number
nand2b_4: 1
ha_1: 3
nor2_1: 1
nand3b_2: 1
o22ai_1: 1
or3_1: 2
a2111oi_2: 1
a31oi_1: 2
and4b_1: 1
a211oi_1: 1
and3_1: 1
inv_1: 5
mux2i_1: 2
nand2_1: 5
clkbuf_1: 1
a21oi_4: 1
o21a_1: 1
a21oi_1: 2
dfxtp_1: 4
## metal layers
layer / vias up / track usage, % / wire (um)
met5: - / 0 / 0
met4: 0 / 0.352 / 0
met3: 0 / 1.48 / 91
met2: 13 / 3.85 / 372
met1: 149 / 2.87 / 389
li1: 161 / - / -
## repair_timing
item / CTS / global route
resized: 2 / 7
endpoints found under the setup margin: 1 / 1
buffers inserted: 0 / 0
pin swaps: 0 / 1
## cell type report
cell class / count / area (um^2) / area share [%]
multi-input combinational: 26 / 233 / 41.8
timing repair buffer: 14 / 140 / 25.2
sequential: 4 / 85.1 / 15.3
tap: 46 / 57.6 / 10.3
clock buffer: 3 / 22.5 / 4.04
inverter: 5 / 18.8 / 3.37
## power by group through the flow
| stage | sequential, W | combinational, W | clock (W) |
|---|---|---|---|
| CTS | 0.000100 | 0.0000735 | 0.000108 |
| global route | 0.000103 | 0.0000837 | 0.000118 |
| finish | 0.000101 | 0.0000765 | 0.000104 |
## worst paths after layout
check / startpoint / end / slack (ns) / depth (start not counted)
max reg2reg: Q[0] / Q[2] / 0.51 / 6
min reg2reg: Q[0] / Q[0] / 0.65 / 2
min: Q[0] / Q[0] / 0.65 / 2
max: Q[3] / Q[3] / 0.32 / 1
## through the flow
| stage | total power, W | std cells | utilization (%) | instance area (um^2) |
|---|---|---|---|---|
| after CTS | 0.000282 | 98 | 15.4 | 527 |
| final | 0.000282 | 98 | 16.3 | 557 |
| after floorplan | 0.000135 | 36 | - | 312 |
| after detailed placement | 0.000174 | 95 | 14.7 | 503 |
| after global placement | 0.000173 | 95 | 14.7 | 503 |
| after global routing | 0.000304 | 98 | 16.3 | 557 |
## cell families after synthesis
group	share of synthesized area, %
simple gates	24.5
flops	25.7
buf+inv	7.23
mux	6.43
fa+ha+maj	12.0
compound gates	24.1
Power and IR drop assume default switching activity.
