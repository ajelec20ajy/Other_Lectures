==> flow/design.v <==
module comp(P, Q, OPGTQ, OPEQQ, OPLTQ);
input [63:0] P;
input [63:0] Q;
wire [8:0] PGTQ, PEQQ, PLTQ;
output reg OPGTQ, OPEQQ, OPLTQ;
Vr8bitcmp a1 (.P(P[7:0]), .Q(Q[7:0]), .PGTQ(PGTQ[0]), .PEQQ(PEQQ[0]), .PLTQ(PLTQ[0]));
Vr8bitcmp a2 (.P({PGTQ[0],P[14:8]}), .Q({PLTQ[0],Q[14:8]}), .PGTQ(PGTQ[1]), .PEQQ(PEQQ[1]), .PLTQ(PLTQ[1]));
Vr8bitcmp a3 (.P({PGTQ[1],P[21:15]}), .Q({PLTQ[1],Q[21:15]}), .PGTQ(PGTQ[2]), .PEQQ(PEQQ[2]), .PLTQ(PLTQ[2]));
Vr8bitcmp a4 (.P({PGTQ[2],P[28:22]}), .Q({PLTQ[2],Q[28:22]}), .PGTQ(PGTQ[3]), .PEQQ(PEQQ[3]), .PLTQ(PLTQ[3]));
Vr8bitcmp a5 (.P({PGTQ[3],P[35:29]}), .Q({PLTQ[3],Q[35:29]}), .PGTQ(PGTQ[4]), .PEQQ(PEQQ[4]), .PLTQ(PLTQ[4]));
Vr8bitcmp a6 (.P({PGTQ[4],P[42:36]}), .Q({PLTQ[4],Q[42:36]}), .PGTQ(PGTQ[5]), .PEQQ(PEQQ[5]), .PLTQ(PLTQ[5]));
Vr8bitcmp a7 (.P({PGTQ[5],P[49:43]}), .Q({PLTQ[5],Q[49:43]}), .PGTQ(PGTQ[6]), .PEQQ(PEQQ[6]), .PLTQ(PLTQ[6]));
Vr8bitcmp a8 (.P({PGTQ[6],P[56:50]}), .Q({PLTQ[6],Q[56:50]}), .PGTQ(PGTQ[7]), .PEQQ(PEQQ[7]), .PLTQ(PLTQ[7]));
Vr8bitcmp a9 (.P({PGTQ[7],P[63:57]}), .Q({PLTQ[7],Q[63:57]}), .PGTQ(PGTQ[8]), .PEQQ(PEQQ[8]), .PLTQ(PLTQ[8]));
assign OPGTQ = PGTQ[8];
assign OPEQQ = PEQQ[8];
assign OPLTQ = PLTQ[8];
endmodule
module Vr8bitcmp(P, Q, PGTQ, PEQQ, PLTQ);
 input[7:0] P, Q;
 output reg PGTQ, PEQQ, PLTQ;
 always @ (P or Q) 
  if(P == Q)
 begin PGTQ = 1'b0; PEQQ = 1'b1; PLTQ = 1'b0; end
 else if(P > Q)
 begin PGTQ = 1'b1; PEQQ = 1'b0; PLTQ = 1'b0; end
 else if(P < Q)
 begin PGTQ = 1'b0; PEQQ = 1'b0; PLTQ = 1'b1; end
endmodule
==> flow/run.sh <==
#!/bin/bash
# OpenROAD 26Q1-2900-gdf79404cd8, Yosys 0.63+post, stock flow scripts
make -C /OpenROAD-flow-scripts/flow DESIGN_CONFIG=/design/flow/config.mk WORK_HOME=/design/flow/orfs finish
==> flow/config.mk <==
export PLATFORM = sky130hd
export DESIGN_NAME = comp
export DESIGN_NICKNAME = comp
export VERILOG_FILES = /design/flow/design.v
export SDC_FILE = /design/flow/constraint.sdc
export NUM_CORES = 4
export LEC_CHECK = 1
export CORE_UTILIZATION = 40
==> flow/constraint.sdc <==
current_design comp

set clk_period 18.1
set clk_io_pct 0.2

create_clock -name clk0 -period $clk_period

set non_clock_inputs [all_inputs -no_clocks]
set_input_delay [expr $clk_period * $clk_io_pct] -clock clk0 $non_clock_inputs
set_output_delay [expr $clk_period * $clk_io_pct] -clock clk0 [all_outputs]
==> ci_impl_report.md <==
### Yosys + OpenROAD results

| Metric | Value |
|---|---|
| Critical path startpoint category | `primary input` |
| Static leakage | `0.001924 uW` |
| Vias in the first global route | `just over 2,000` |
| WL met1 | `2229 um` |
| Crit-path slowest cell | `clkdlybuf4s50_1` |
| Ant. Diodes | `0` |
| Max-area cell share | `40.20%` |
| Logic area | `1834 sq um` |
| Final Power | `82.11 uW` |
| Die height | `76.85 um` |
| Layout cells sized above 1 | `6.729%` |
| Yosys stat chip area | `2241 sq um` |
| Top cells, area | `ha_1, dlxtn_1, inv_1` |
| Avg WL per Cell | `9.086 um` |
| Largest net degree at the start of global routing | `5` |
| Init Core Util | `between 40% and 50%` |
| Outcome | `finished clean` |
| Yosys reg bits | `19` |
| Vias per cell | `4.543` |
| Pre-Repair DR Iteration Count | `4` |
| Initial antenna violation count | `0` |
| Yosys stat cell total | `282` |
| Vias after detailed routing | `between 2,000 and 2,500` |
| Detailed Route WL | `between 4000 and 5000 um` |
| Chip width | `76.85 um` |
| Most used logic cell in the final layout | `clkdlybuf4s50_1` |
| Worst setup margin | `0.7737 ns` |
| Register pins left without a clock | `19` |
| Initial DRC Count | `28` |
| First-pass GRT wire length | `7997 um` |
| Critical path arrival | `13.71 ns` |
| Maximum VDD drop | `0.01180 mV` |
| WL met3 | `~400 um` |
| CP required | `between 10 and 15 ns` |
| CP dominant cell by count | `dlxtn_1` |
| Commonest non-fill, non-tap cells in the layout | `clkdlybuf4s50_1, inv_1, ha_1` |
| DP HPWL | `between 4000 and 5000 um` |
| Final setup fails | `0` |
| Cell Area, Synth | `2241 sq um` |
| Drc violations | `0` |
| RD Place Congestion | `~0.83` |
| Num ports | `131` |
| Final ANT Viol Nets | `0` |
| Endpoints left unconstrained | `19` |
| YS warnings | `4` |
| Placed cell area | `3707 sq um` |
| Hold Violations, Final | `0` |
| Syn avg cell area | `7.946 sq um` |
| Period utilization | `95.73%` |
| Critical Path End Type | `primary output` |
| Post-route cell area | `3790 sq um` |
| Fmax | `57.72 MHz` |
| Congestion Overflow GR | `0` |
| Tool warnings | `33` |
| Critical Path End | `OPGTQ` |
| Site Rows | `26` |
| Yosys top cell by area | `ha_1` |
| # hold bufs at CTS | `0` |
| PwrDens | `21.67 nW/um^2` |
| Max-slew violations | `0` |
| Crit path max fanout | `4` |
| Max incr delay on CP | `0.45 ns` |
| Min cycle time layout | `17.33 ns` |
| Synth Instances | `about 280` |
| # Max-Cap Violations | `0` |
| Top Layer Used | `met3` |
| Die Size | `5906 sq um` |
| Dpl ws | `0.2452 ns` |
| Met2 wire length | `1931 um` |
| Crit. Startpoint | `Q[1]` |
| FF/Latch Area | `286.5 sq um` |
| Filler cells | `around 410` |
| GR Util All Layers | `15.96%` |
| Area Growth Syn to Fin | `69.12%` |
| Netlist cell types | `13` |
| Crit Path Category | `in -> out` |
| Core area | `5238 sq um` |
| PortBufs | `131` |
-- state kept, by name, summed over array words and instances (netlist names) --
name     count
a9.PLTQ      1
a5.PLTQ      1
a9.PGTQ      1
a2.PLTQ      1
a6.PGTQ      1
a4.PGTQ      1
a5.PGTQ      1
a7.PLTQ      1
a3.PLTQ      1
a8.PGTQ      1
a6.PLTQ      1
a2.PGTQ      1
a8.PLTQ      1
a9.PEQQ      1
a7.PGTQ      1
a1.PGTQ      1
a3.PGTQ      1
a1.PLTQ      1
a4.PLTQ      1
-- layout make-up --
| cell class | count | share of cell area [%] |
|---|---|---|
| tap | 70 | 2.311 |
| sequential | 19 | 7.560 |
| multi-input combinational | 209 | 48.40 |
| timing repair buffer | 131 | 34.60 |
| inverter | 72 | 7.131 |
-- worst max-delay path: cells and delay by family --
kind	cells	cell delay, ns
compound gates	17	2.09
latches	9	3.06
fa+ha+maj	9	2.46
buf+inv	9	1.23
simple gates	11	1.24
-- through the flow --
| stage | setup TNS, ns | instances | util, % |
|---|---|---|---|
| 2_1_floorplan | 0 | 300 | - |
| 3_3_place_gp | 0 | 501 | 70.78 |
| 3_5_place_dp | 0 | 501 | 70.78 |
| 4_1_cts | 0 | 501 | 70.78 |
| 5_1_grt | -0.01361 | 501 | 72.36 |
| 6_report | 0 | 501 | 72.36 |
-- Yosys cell counts (all sizes together) --
cell / count
a21oi: 36
a31oi: 9
conb: 1
dlxtn: 19
ha: 72
inv: 72
nand2: 9
nand4: 18
nor2: 10
nor2b: 9
o211ai: 9
o21ai: 9
o22a: 9
-- per-layer routing --
layer  up-vias  global-route usage [%]
met2        82                   27.59
li1       1267                       -
met4         0                       0
met1       927                   22.05
met5         -                       0
met3         0                   2.902
-- logic make-up (layout without fill, tap and decap cells) --
kind of cell	count (synthesis)	count (layout)	synth area share, %
AND-OR/OR-AND	72	72	21.11
AND/OR/NAND/NOR	46	46	13.74
other	1	19	0.1673
buffers and inverters	72	203	12.06
latches	19	19	12.73
adder cells (fa/ha/maj)	72	72	40.20
-- power by group --
part,leakage [uW],switching [uW],internal (uW),total [uW]
sequential,0.000154,1.11,5.71,6.82
clock,0,0,0,0
combinational,0.00177,28.0,47.3,75.3
-- timing repair --
item / in CTS / in global routing
setup buffers: 0 / 0
resized: 0 / 19
endpoints found under the setup margin: 0 / 3
Power and IR drop assume default switching activity.
